[flow/design.v]
module SevenSegDecoder(
  input        clock,
  input        reset,
  input  [3:0] io_sw,
  output [6:0] io_seg,
  output [3:0] io_an
);
  wire [6:0] _GEN_0 = 4'hf == io_sw ? 7'h71 : 7'h0;  
  wire [6:0] _GEN_1 = 4'he == io_sw ? 7'h79 : _GEN_0;  
  wire [6:0] _GEN_2 = 4'hd == io_sw ? 7'h5e : _GEN_1;  
  wire [6:0] _GEN_3 = 4'hc == io_sw ? 7'h58 : _GEN_2;  
  wire [6:0] _GEN_4 = 4'hb == io_sw ? 7'h7c : _GEN_3;  
  wire [6:0] _GEN_5 = 4'ha == io_sw ? 7'h77 : _GEN_4;  
  wire [6:0] _GEN_6 = 4'h9 == io_sw ? 7'h6f : _GEN_5;  
  wire [6:0] _GEN_7 = 4'h8 == io_sw ? 7'h7f : _GEN_6;  
  wire [6:0] _GEN_8 = 4'h7 == io_sw ? 7'h7 : _GEN_7;  
  wire [6:0] _GEN_9 = 4'h6 == io_sw ? 7'h7d : _GEN_8;  
  wire [6:0] _GEN_10 = 4'h5 == io_sw ? 7'h6d : _GEN_9;  
  wire [6:0] _GEN_11 = 4'h4 == io_sw ? 7'h66 : _GEN_10;  
  wire [6:0] _GEN_12 = 4'h3 == io_sw ? 7'h4f : _GEN_11;  
  wire [6:0] _GEN_13 = 4'h2 == io_sw ? 7'h5b : _GEN_12;  
  wire [6:0] _GEN_14 = 4'h1 == io_sw ? 7'h6 : _GEN_13;  
  wire [6:0] sevSeg = 4'h0 == io_sw ? 7'h3f : _GEN_14;  
  assign io_seg = ~sevSeg;  
  assign io_an = 4'he;  
endmodule
[flow/run.sh]
#!/bin/bash
# OpenROAD 26Q1-2900-gdf79404cd8, Yosys 0.63+post, stock flow scripts
make -C /OpenROAD-flow-scripts/flow DESIGN_CONFIG=/design/flow/config.mk WORK_HOME=/design/flow/orfs finish
[flow/config.mk]
export PLATFORM = sky130hd
export DESIGN_NAME = SevenSegDecoder
export DESIGN_NICKNAME = SevenSegDecoder
export VERILOG_FILES = /design/flow/design.v
export SDC_FILE = /design/flow/constraint.sdc
export NUM_CORES = 4
export LEC_CHECK = 1
export CORE_AREA = 10 10 70 70
export DIE_AREA = 0 0 80 80
[flow/constraint.sdc]
current_design SevenSegDecoder

set clk_period 1.0
set clk_io_pct 0.2

create_clock -name clk0 -period $clk_period

set non_clock_inputs [all_inputs -no_clocks]
set_input_delay [expr $clk_period * $clk_io_pct] -clock clk0 $non_clock_inputs
set_output_delay [expr $clk_period * $clk_io_pct] -clock clk0 [all_outputs]
==> job_summary.md <==
### Metrics collected by this job

| Metric | Value |
|---|---|
| Gate Count Post-Synth | `36` |
| Tool warning count | `37` |
| ANT cells | `0` |
| Crit end category | `output pin` |
| Hpwl dp | `652 um` |
| Failing checks | `negative setup slack` |
| Wirelength per Cell | `8.52 um` |
| Setup CP Type | `in2out` |
| Tot Pwr | `0.208 mW` |
| Vias per cell | `2.96` |
| Worst min path class | `in2out` |
| Initial antenna violation count | `0` |
| Port bufs | `11` |
| First-pass GRT wire length | `1460 um` |
| Mapped Area | `223 sq um` |
| Distinct lib cells | `21` |
| Pwr/cell area | `383 nW/um^2` |
| Pleak | `0.258 nW` |
| Worst path required time | `800 ps` |
| Drt total wl | `903 um` |
| FP Rows | `21` |
| Status | `finished, violations left` |
| Vias in the first global route | `326` |
| Post-synth seq share | `0` |
| Synth warnings | `0` |
| RSZ-0062 raised after global routing | `yes` |
| # Max-Cap Violations | `0` |
| Peak VDD IR | `0.0000561 V` |
| Worst setup margin | `-253 ps` |
| CLK BUF | `0` |
| # Cells Yosys | `36` |
| Filler cells | `388` |
| Iter 0 DRT Violations | `4` |
| Die Height | `80 um` |
| Via count | `314` |
| Yosys Chip Area | `223 sq um` |
| Finished Layout Cells | `106` |
| TritonRoute pass-1 iters | `4` |
| Endpoints failing setup | `7` |
| Grt total ovfl | `0` |
| Die X | `80 um` |
| Layout cells sized above 1 | `0.683` |
| Syn avg cell area | `6.19 sq um` |
| Residual DRC | `0` |
| Placed cells | `97` |
| Antenna Nets Post-Route | `0` |
| Period utilization | `1.25` |
| Seq_cells | `0` |
| Io pins | `17` |
| Largest net degree at the start of global routing | `8` |
| Die area | `6400 sq um` |
| Pre-CTS setup slack | `-1010 ps` |
| Critical path startpoint category | `primary input` |
| Floorplan utilization | `0.0652` |
| Max Transition Viols Final | `0` |
| Core area | `3420 sq um` |
| Fmax | `798 MHz` |
| Total global-route track usage | `0.0275` |
| Synth-to-Final Area Change | `144%` |
| Crit-path max FO | `6` |
| Final hold vios | `0` |
| CP arrival | `1050 ps` |
| Gpl congestion | `0.768` |
| Register Area | `0 sq um` |
| Final period demand of the worst path | `1250 ps` |
[area by class of cell]
class | count | area, sq um | area share
tap | 46 | 57.6 | 0.106
timing repair buffer | 30 | 265 | 0.488
inverter | 1 | 3.75 | 0.00691
multi-input combinational | 29 | 216 | 0.399
[repair_timing]
item	CTS	global route
setup endpoints to repair	7	7
pin swaps	8	5
endpoints found under the hold margin	0	0
hold buffers	0	0
resized	60	6
setup buffers	8	2
[report_power, final]
part | internal, mW | switching (mW) | total [mW]
Combinational | 0.131 | 0.0767 | 0.208
Sequential | 0 | 0 | 0
Clock | 0 | 0 | 0
[critical path: stages]
cell and delay [ps]:
buf_8 100, buf_6 120, or2_4 230, buf_4 130, a21o_1 140, nand2_1 50
buf_2 90
[per-layer routing]
metal / vias up / GRT usage / part of all wire
li1: 162 / - / -
met1: 141 / 0.0382 / 0.46
met2: 11 / 0.0425 / 0.45
met3: 0 / 0.00909 / 0.095
met4: 0 / 0 / 0
met5: - / 0 / 0
[cells in the mapped netlist, drive strengths merged]
| library cell | n | area (sq um) |
|---|---|---|
| a31oi | 1 | 6.26 |
| nand2 | 3 | 11.3 |
| clkbuf | 1 | 3.75 |
| o32ai | 1 | 16.3 |
| nor2b | 1 | 6.26 |
| a221oi | 1 | 8.76 |
| o21ai | 1 | 5.00 |
| nand3 | 2 | 10.0 |
| buf | 7 | 51.3 |
| and2 | 1 | 8.76 |
| a21oi | 5 | 25.0 |
| mux2i | 2 | 20.0 |
| nand2b | 1 | 6.26 |
| conb | 2 | 7.51 |
| nor2 | 2 | 7.51 |
| or2 | 2 | 12.5 |
| inv | 1 | 3.75 |
| nor3 | 1 | 5.00 |
| a21o | 1 | 7.51 |
[cells by family (layout without fill, tap and decap cells)]
family                 after synthesis  after routing  share of synthesized area
other                                2              4                     0.0337
AND/OR/NAND/NOR                     13             13                      0.303
buffers and inverters                9             31                      0.264
multiplexers                         2              2                     0.0899
AND-OR/OR-AND                       10             10                      0.309
[placed cells by master (no fill, tap or decap)]
master / n
buf_8: 3
nand3_1: 2
buf_4: 10
and2_4: 1
nand2b_4: 1
nand2_1: 2
a31oi_1: 1
inv_1: 1
nor2_2: 1
or2_1: 1
nor2b_4: 1
buf_6: 9
nor3_2: 1
nor2_1: 1
a21oi_2: 2
mux2i_1: 2
a21o_1: 1
nand2_2: 1
a221oi_2: 1
conb_1: 4
or2_4: 1
o21ai_2: 1
buf_2: 7
a21oi_1: 3
dlygate4sd2_1: 1
o32ai_2: 1
[through the flow]
step / hold slack, ps / cell area, sq um / TNS (ps) / utilization
finish: 746 / 543 / -1140 / 0.159
detailed placement: 1460 / 418 / -6910 / 0.122
CTS: 746 / 518 / -1330 / 0.152
floorplan: 551 / 230 / -2.85 / -
global placement: 1470 / 418 / -6950 / 0.122
global route: 772 / 543 / -1560 / 0.159
[final timing paths]
kind / from / endpoint / slack, ps / cells past startpoint
setup / recovery: io_sw[1] / io_seg[4] / -250 / 7
hold / removal: io_sw[3] / io_seg[6] / 750 / 4
Power is estimated from default activity; no workload was simulated.
