$ cat flow/run.sh
#!/bin/bash
# OpenROAD 26Q1-2900-gdf79404cd8, Yosys 0.63+post, stock flow scripts
make -C /OpenROAD-flow-scripts/flow DESIGN_CONFIG=/design/flow/config.mk WORK_HOME=/design/flow/orfs finish
$ cat flow/config.mk
export PLATFORM = sky130hd
export DESIGN_NAME = Hello
export DESIGN_NICKNAME = Hello
export VERILOG_FILES = /design/flow/design.v
export SDC_FILE = /design/flow/constraint.sdc
export NUM_CORES = 4
export LEC_CHECK = 1
export CORE_UTILIZATION = 30
$ cat flow/constraint.sdc
current_design Hello

set clk_period 5.3
set clk_io_pct 0.2

create_clock -name clk0 -period $clk_period [get_ports {clock}]

set non_clock_inputs [all_inputs -no_clocks]
set_input_delay [expr $clk_period * $clk_io_pct] -clock clk0 $non_clock_inputs
set_output_delay [expr $clk_period * $clk_io_pct] -clock clk0 [all_outputs]
$ cat flow/design.v
module Hello(
  input   clock,
  input   reset,
  output  io_led
);
  reg [31:0] cntReg;  
  reg  blkReg;  
  wire [31:0] _cntReg_T_1 = cntReg + 32'h1;  
  wire  _GEN_1 = cntReg == 32'h2faf07f ? 1'h0 : blkReg;  
  wire [25:0] _T_1 = 26'h2faf07f / 4'h8;  
  wire [31:0] _GEN_3 = {{6'd0}, _T_1};  
  wire  _GEN_2 = cntReg == _GEN_3 | _GEN_1;  
  assign io_led = blkReg;  
  always @(posedge clock) begin
    if (reset) begin  
      cntReg <= 32'h0;  
    end else if (cntReg == 32'h2faf07f) begin  
      cntReg <= 32'h0;  
    end else begin
      cntReg <= _cntReg_T_1;  
    end
    if (reset) begin  
      blkReg <= 1'h0;  
    end else begin
      blkReg <= _GEN_2;
    end
  end
endmodule
==> Slide: Implementation Results <==
Flow Results at a Glance

Outcome
  • Run status: finished clean

Final layout
  • Top cells excl fill/tap: 33 x dfxtp_1, 19 x nor2_1, 16 x nand3_1
  • P&R area growth vs syn: 8.921%
  • Ratio of cells with drive above 1 in the final layout: approximately 8.8%
  • Fillers: just under 600
  • Commonest Layout Cell: dfxtp_1

Detailed routing
  • Via count: between 1,500 and 2,000
  • Residual DRC: 0
  • Drt first-iter violations: 52
  • WL/cell: approximately 14 um
  • Total routed wirelength: between 3 and 4 mm
  • Final ANT Viol Nets: 0
  • Antenna cells: 0
  • DRT Pass-1 Iters: 4
  • Vias per cell: between 5 and 6

STA
  • Maximum clock frequency: 0.3952 GHz
  • Fin. Hold Viols: 0
  • Layout Skew: 0.003325 ns
  • RSZ-0062 raised after global routing: no
  • Worst-Margin Slew: 0.6513 ns
  • Fin crit period: between 2 and 3 ns
  • Pins Over Slew Limit: 0
  • Relative slew slack: 56.18%
  • Final WS setup: 2.770 ns
  • Finish-stage setup viols: 0
  • Period utilisation layout: between 40 and 50%
  • Setup tns final: 0 ns

Floorplan
  • Pre-Place Util: 31.39%
  • Row cnt: 27
  • Chip width: just under 80 um
  • IO Pins: 3
  • Die height: between 70 and 80 um
  • Core area: around 5500 um2
  • Die ar.: a little over 6000 um2

Power and ir drop
  • Switching share of power: between 20% and 30%
  • Combinational share of power: ~2.6%
  • Int Power: ~370 uW
  • Clock power frac: a little over two fifths
  • Max IR drop VDD: between 0.15 and 0.2 mV
  • Pwr/cell area: about 250 nW/um2
  • Net Switching: between 90 and 100 uW
  • Pleak: approximately 0.00056 uW
  • Part of the power in registers: about 54%

Setup path
  • Setup Crit Path Kind: reg -> reg
  • Slowest CP cell: or4b_2
  • FF-to-FF Start: cntReg[17]$_SDFF_PP0_
  • CP max FO: 16
  • Worst EP required: ~5.5 ns
  • CP Cell Sequence: nor4b_1, or4b_2, o41ai_4, buf_4, o21ba_2
  • CP endpoint kind: register
  • Crit path largest cell delay: 0.65 ns
  • Critical path launch point type: register
  • Worst Path Arrival: ~2.7 ns
  • CP startpoint: cntReg[17]$_SDFF_PP0_
  • Top Family by Delay on Critical Path: simple AND/OR/NAND/NOR gates
  • WP buf/inv: 1

Logic synthesis
  • Synth unique cells: roughly 42
  • Mapped cell area: about 1700 um2
  • Synth Warn #: 1
  • Cells after synthesis: 206
  • Yosys synthesis chip area: about 1700 um2
  • Ys flop type: dfxtp_1
  • Avg Cell Area, Syn: 8.443 um2
  • Register bit count reported by yosys: 33
  • Ys async rst share: 0%
  • Yosys cell count: ~210
  • Post-synth EDFFs: 0
  • Synth Seq Share: a little under two fifths

Clock tree
  • Clock-pin slew on the worst setup and hold paths: 0.07 ns
  • CTS Buf Count: 5
  • TritonCTS Sinks: 33
  • TritonCTS clock tree: built
  • Hold Buf Count CTS: 0
  • Clock root buffer: clkbuf_8
  • Max Buffers Root-to-Sink: 2
  • Number of H-tree levels: 2
  • Post-CTS Setup Inserts: 0
  • Clk Latency, worst-skew pair: 0.28 ns
  • Number of gates resized after CTS: 0

Global route
  • Grt total ovfl: 0
  • Largest net degree at the start of global routing: 17
  • First-pass GRT wire length: ~6.6 mm
  • Initial antenna violation count: 0
  • GR Util All Layers: a little over an eighth
  • Vias in the first global route: about 1,300

Placement
  • GP Congestion: 0.8472
  • DP HPWL: between 2 and 3 mm
  • DP Worst Slack: ~2.6 ns
  • Number of port buffers: 2

Flow run
  • MaxCap Viol Count: 0
  • Log Warnings: 25

Hold path
  • Type of the worst min-delay path: reg -> reg
  • Hold path start: cntReg[0]$_SDFF_PP0_
worst register-to-register path, delay by kind of cell (launching register included):
| kind | cells | cell delay, ns |
|---|---|---|
| AOI/OAI and AO/OA | 2 | 0.70 |
| buffers and inverters | 1 | 0.33 |
| and+or+nand+nor | 2 | 0.95 |
| DFF | 1 | 0.46 |
metal layers:
| layer | routed length [um] | global-route usage [%] |
|---|---|---|
| met1 | 1909 | 19.94 |
| met2 | 1731 | 21.67 |
| met3 | 132 | 2.715 |
| met4 | 76 | 2.407 |
| met5 | 0 | 0 |
sequential cells by signal, summed over array words and instances (netlist names):
signal / cells
cntReg: 32
blkReg: 1
path summary, 6_finish.rpt:
kind	end	slack, ns	cells after the start
max	cntReg[23]$_SDFF_PP0_	2.77	5
min	cntReg[0]$_SDFF_PP0_	0.47	1
max reg2reg	cntReg[23]$_SDFF_PP0_	2.77	5
min reg2reg	cntReg[0]$_SDFF_PP0_	0.47	1
area by class of cell:
type | count | area [um2] | share of cell area [%]
Clock buffer | 7 | 96.34 | 5.086
Tap cell | 72 | 90.09 | 4.756
Clock inverter | 1 | 5.005 | 0.2642
Inverter | 5 | 18.77 | 0.9908
Timing Repair Buffer | 3 | 27.53 | 1.453
Multi-Input combinational cell | 156 | 996.0 | 52.58
Sequential cell | 33 | 660.6 | 34.87
stage by stage:
step	instances	hold WS, ns	total power, uW	utilization (%)	instance area, um2
after floorplan	206	0.4259	268.3	-	1739
after CTS	277	0.4708	477.8	34.19	1894
after global routing	277	0.4825	494.6	34.19	1894
after global placement	269	0.4499	271.4	32.36	1793
after detailed placement	269	0.4548	271.8	32.36	1793
final	277	0.4682	472.3	34.19	1894
power by group through the flow:
stage / clock, uW / combinational, uW / sequential [uW]
4_1_cts: 212 / 12.4 / 254
5_1_grt: 227 / 14.1 / 254
6_report: 206 / 12.3 / 254
kinds of logic (layout without fill, tap and decap cells):
kind of cell,after synthesis,count (layout),share of synthesized area [%]
fa+ha+maj,1,1,0.7193
simple gates,105,105,35.47
buf+inv,17,16,4.748
xor+xnor,13,13,6.547
compound gates,37,37,14.53
flops,33,33,37.99
cell usage after synthesis, drive strengths merged (4+ instances only):
library cell	number	share of area (%)
a21oi	14	4.0
and4	4	2.0
buf	4	1.8
clkbuf	8	1.9
dfxtp	33	38
inv	5	1.1
nand2	14	3.0
nand3	16	4.6
nand4	12	5.5
nor2	19	4.1
nor3	4	1.2
nor4	9	3.2
o21ai	6	1.7
o31ai	6	2.6
or3	8	2.9
or4	9	4.1
xnor2	7	3.5
xor2	6	3.0
No activity file was given, so power comes from the tool's default toggle rates.
